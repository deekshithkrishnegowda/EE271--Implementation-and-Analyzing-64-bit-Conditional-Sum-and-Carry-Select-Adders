--- ./design.v ---
module fulladder(input A,B,Cin,output reg sum,carry);
always@(*)
	begin
		case({A,B,Cin})
			3'b000:begin
				sum=0;carry=0;
				end
			3'b001:begin
				sum=1;carry=0;
			       end
			3'b010:begin
				sum=1;carry=0;
			       end
			3'b011:begin
				sum=0;carry=1;
			       end
			3'b100:begin
				sum=1;carry=0;
			       end
			3'b101:begin
				sum=0;carry=1;
			       end
			3'b110:begin
				sum=0;carry=1;
			       end
			3'b111:begin
				sum=1;carry=1;
			       end
		endcase
	end
	endmodule
module mux_8(input [7:0]in0_8,in1_8,input sel_8,output [7:0]out_8);
assign out_8=(sel_8)? in1_8:in0_8;
endmodule
module mux_1(input in0_1,in1_1,input sel_1,output out_1);
assign out_1=(sel_1)?in1_1:in0_1;
endmodule
module ripple_carry_adder(input [7:0] a,b,input add_sub,clock,start,reset, output reg [7:0] sum,output cout,
				output reg complete);
reg [7:0] A_temp,B_temp;
wire [7:0]sum_temp;
wire cout0,cout1,cout2,cout3,cout4,cout5,cout6;
wire d0,d1,d2,d3,d4,d5,d6,d7;
assign d0=B_temp[0]^add_sub;
assign d1=B_temp[1]^add_sub;
assign d2=B_temp[2]^add_sub;
assign d3=B_temp[3]^add_sub;
assign d4=B_temp[4]^add_sub;
assign d5=B_temp[5]^add_sub;
assign d6=B_temp[6]^add_sub;
assign d7=B_temp[7]^add_sub;
fulladder FA0(.A(A_temp[0]),.B(d0),.Cin(add_sub),.sum(sum_temp[0]),.carry(cout0));
fulladder FA1(.A(A_temp[1]),.B(d1),.Cin(cout0),.sum(sum_temp[1]),.carry(cout1));
fulladder FA2(.A(A_temp[2]),.B(d2),.Cin(cout1),.sum(sum_temp[2]),.carry(cout2));
fulladder FA3(.A(A_temp[3]),.B(d3),.Cin(cout2),.sum(sum_temp[3]),.carry(cout3));
fulladder FA4(.A(A_temp[4]),.B(d4),.Cin(cout3),.sum(sum_temp[4]),.carry(cout4));
fulladder FA5(.A(A_temp[5]),.B(d5),.Cin(cout4),.sum(sum_temp[5]),.carry(cout5));
fulladder FA6(.A(A_temp[6]),.B(d6),.Cin(cout5),.sum(sum_temp[6]),.carry(cout6));
fulladder FA7(.A(A_temp[7]),.B(d7),.Cin(cout6),.sum(sum_temp[7]),.carry(cout));
always@(posedge clock)                                 
begin
	if(start && !reset)
		begin
			A_temp<=a;
			B_temp<=b;
			complete<=0;
		end
	else 
		begin
			A_temp<=8'bx;
			B_temp<=8'bx;
		end
end
always@(negedge clock )
begin
	sum<=sum_temp;
end
always@(negedge clock)
begin
		if((|sum_temp) | (!sum_temp))		 
		complete<=1'b1;
	else
		complete<=1'b0;
end
endmodule
module ripple_carry_adder_one(input [7:0] a,b,input add_sub,clock,start,reset, output reg [7:0] sum,output cout,
				output reg complete);
reg [7:0] A_temp,B_temp;
wire [7:0]sum_temp;
wire d=1'b1;
wire cout0,cout1,cout2,cout3,cout4,cout5,cout6;
wire d0,d1,d2,d3,d4,d5,d6,d7;
assign d0=B_temp[0]^add_sub;
assign d1=B_temp[1]^add_sub;
assign d2=B_temp[2]^add_sub;
assign d3=B_temp[3]^add_sub;
assign d4=B_temp[4]^add_sub;
assign d5=B_temp[5]^add_sub;
assign d6=B_temp[6]^add_sub;
assign d7=B_temp[7]^add_sub;
fulladder FA0(.A(A_temp[0]),.B(d0),.Cin(d),.sum(sum_temp[0]),.carry(cout0));
fulladder FA1(.A(A_temp[1]),.B(d1),.Cin(cout0),.sum(sum_temp[1]),.carry(cout1));
fulladder FA2(.A(A_temp[2]),.B(d2),.Cin(cout1),.sum(sum_temp[2]),.carry(cout2));
fulladder FA3(.A(A_temp[3]),.B(d3),.Cin(cout2),.sum(sum_temp[3]),.carry(cout3));
fulladder FA4(.A(A_temp[4]),.B(d4),.Cin(cout3),.sum(sum_temp[4]),.carry(cout4));
fulladder FA5(.A(A_temp[5]),.B(d5),.Cin(cout4),.sum(sum_temp[5]),.carry(cout5));
fulladder FA6(.A(A_temp[6]),.B(d6),.Cin(cout5),.sum(sum_temp[6]),.carry(cout6));
fulladder FA7(.A(A_temp[7]),.B(d7),.Cin(cout6),.sum(sum_temp[7]),.carry(cout));
always@(posedge clock)                                 
begin
	if(start && !reset)
		begin
			A_temp<=a;
			B_temp<=b;
			complete<=0;
		end
	else 
		begin
			A_temp<=8'bx;
			B_temp<=8'bx;
		end
end
always@(negedge clock )
begin
	sum<=sum_temp;
end
always@(negedge clock)
begin
		if((|sum_temp) | (!sum_temp))		 
		complete<=1'b1;
	else
		complete<=1'b0;
end
endmodule
module ripple_carry_adder_zero(input [7:0] a,b,input add_sub,clock,start,reset, output reg [7:0] sum,output cout,
				output reg complete);
reg [7:0] A_temp,B_temp;
wire [7:0]sum_temp;
wire d=1'b0;
wire cout0,cout1,cout2,cout3,cout4,cout5,cout6;
wire d0,d1,d2,d3,d4,d5,d6,d7;
assign d0=B_temp[0]^add_sub;
assign d1=B_temp[1]^add_sub;
assign d2=B_temp[2]^add_sub;
assign d3=B_temp[3]^add_sub;
assign d4=B_temp[4]^add_sub;
assign d5=B_temp[5]^add_sub;
assign d6=B_temp[6]^add_sub;
assign d7=B_temp[7]^add_sub;
fulladder FA0(.A(A_temp[0]),.B(d0),.Cin(d),.sum(sum_temp[0]),.carry(cout0));
fulladder FA1(.A(A_temp[1]),.B(d1),.Cin(cout0),.sum(sum_temp[1]),.carry(cout1));
fulladder FA2(.A(A_temp[2]),.B(d2),.Cin(cout1),.sum(sum_temp[2]),.carry(cout2));
fulladder FA3(.A(A_temp[3]),.B(d3),.Cin(cout2),.sum(sum_temp[3]),.carry(cout3));
fulladder FA4(.A(A_temp[4]),.B(d4),.Cin(cout3),.sum(sum_temp[4]),.carry(cout4));
fulladder FA5(.A(A_temp[5]),.B(d5),.Cin(cout4),.sum(sum_temp[5]),.carry(cout5));
fulladder FA6(.A(A_temp[6]),.B(d6),.Cin(cout5),.sum(sum_temp[6]),.carry(cout6));
fulladder FA7(.A(A_temp[7]),.B(d7),.Cin(cout6),.sum(sum_temp[7]),.carry(cout));
always@(posedge clock)                                 
begin
	if(start && !reset)
		begin
			A_temp<=a;
			B_temp<=b;
			complete<=0;
		end
	else 
		begin
			A_temp<=8'bx;
			B_temp<=8'bx;
		end
end
always@(negedge clock )
begin
	sum<=sum_temp;
end
always@(negedge clock)
begin
		if((|sum_temp)| (!sum_temp))		 
		complete<=1'b1;
	else
		complete<=1'b0;
end
endmodule
module top_CSA (input [63:0]ope1,ope2,input add_sub,clock,reset,start,
		output [63:0]sum,output complete,cout, output reg overf);
wire    complete_temp0,complete_temp1,complete_temp2,complete_temp3,
	complete_temp4,complete_temp5,complete_temp6,complete_temp7,
	complete_temp1_0,complete_temp1_1,	complete_temp2_0,complete_temp2_1,
	complete_temp3_0,complete_temp3_1,	complete_temp4_0,complete_temp4_1,
	complete_temp5_0,complete_temp5_1,	complete_temp6_0,complete_temp6_1,
	complete_temp7_0,complete_temp7_1;
wire i=0;
wire j=1;
wire 	w0,
    	w1_0,w1_1,
    	w2_0,w2_1,
	w3_0,w3_1,	
	w4_0,w4_1,
	w5_0,w5_1,	
	w6_0,w6_1,
	w7_0,w7_1;
wire d1,d2,d3,d4,d5,d6;
wire [7:0] sum1_0,sum1_1,
	   sum2_0,sum2_1,
	   sum3_0,sum3_1,
	   sum4_0,sum4_1,
	   sum5_0,sum5_1,
	   sum6_0,sum6_1,
	   sum7_0,sum7_1;	
assign complete_temp1=complete_temp1_0|complete_temp1_1;
assign complete_temp2=complete_temp2_0|complete_temp2_1;
assign complete_temp3=complete_temp3_0|complete_temp3_1;
assign complete_temp4=complete_temp4_0|complete_temp4_1;
assign complete_temp5=complete_temp5_0|complete_temp5_1;
assign complete_temp6=complete_temp6_0|complete_temp6_1;
assign complete_temp7=complete_temp7_0|complete_temp7_1;
assign complete=(complete_temp0 & complete_temp1 & complete_temp2 & complete_temp3 &
	complete_temp4 & complete_temp5 & complete_temp6 & complete_temp7)?1'b1:1'b0;
ripple_carry_adder RCA0(.a(ope1[7:0]),.b(ope2[7:0]),.add_sub(add_sub),.clock(clock),.reset(reset),
			.start(start),.sum(sum[7:0]),.cout(w0),.complete(complete_temp0));
ripple_carry_adder_zero RCA1_0(.a(ope1[15:8]),.b(ope2[15:8]),.add_sub(i),.clock(clock),.reset(reset),
			.start(start),.sum(sum1_0),.cout(w1_0),.complete(complete_temp1_0));
ripple_carry_adder_one RCA1_1(.a(ope1[15:8]),.b(ope2[15:8]),.add_sub(j),.clock(clock),.reset(reset),
			.start(start),.sum(sum1_1),.cout(w1_1),.complete(complete_temp1_1));
mux_8 MUX1_8(.in0_8(sum1_0),.in1_8(sum1_1),.sel_8(w0),.out_8(sum[15:8]));
mux_1 MUX1_1(.in0_1(w1_0),.in1_1(w1_1),.sel_1(w0),.out_1(d1));
ripple_carry_adder_zero RCA2_0(.a(ope1[23:16]),.b(ope2[23:16]),.add_sub(i),.clock(clock),.reset(reset),
			.start(start),.sum(sum2_0),.cout(w2_0),.complete(complete_temp2_0));
ripple_carry_adder_one RCA2_1(.a(ope1[15:8]),.b(ope2[15:8]),.add_sub(j),.clock(clock),.reset(reset),
			.start(start),.sum(sum2_1),.cout(w2_1),.complete(complete_temp2_1));
mux_8 MUX2_8(.in0_8(sum2_0),.in1_8(sum2_1),.sel_8(d1),.out_8(sum[23:16]));
mux_1 MUX2_1(.in0_1(w2_0),.in1_1(w2_1),.sel_1(d1),.out_1(d2));
ripple_carry_adder_zero RCA3_0(.a(ope1[31:24]),.b(ope2[31:24]),.add_sub(i),.clock(clock),.reset(reset),
			.start(start),.sum(sum3_0),.cout(w3_0),.complete(complete_temp3_0));
ripple_carry_adder_one RCA3_1(.a(ope1[31:24]),.b(ope2[31:24]),.add_sub(j),.clock(clock),.reset(reset),
			.start(start),.sum(sum3_1),.cout(w3_1),.complete(complete_temp3_1));
mux_8 MUX3_8(.in0_8(sum3_0),.in1_8(sum3_1),.sel_8(d2),.out_8(sum[31:24]));
mux_1 MUX3_1(.in0_1(w3_0),.in1_1(w3_1),.sel_1(d2),.out_1(d3));
ripple_carry_adder_zero RCA4_0(.a(ope1[39:32]),.b(ope2[39:32]),.add_sub(i),.clock(clock),.reset(reset),
			.start(start),.sum(sum4_0),.cout(w4_0),.complete(complete_temp4_0));
ripple_carry_adder_one RCA4_1(.a(ope1[39:32]),.b(ope2[39:32]),.add_sub(j),.clock(clock),.reset(reset),
			.start(start),.sum(sum4_1),.cout(w4_1),.complete(complete_temp4_1));
mux_8 MUX4_8(.in0_8(sum4_0),.in1_8(sum4_1),.sel_8(d3),.out_8(sum[39:32]));
mux_1 MUX4_1(.in0_1(w4_0),.in1_1(w4_1),.sel_1(d3),.out_1(d4));
ripple_carry_adder_zero RCA5_0(.a(ope1[47:40]),.b(ope2[47:40]),.add_sub(i),.clock(clock),.reset(reset),
			.start(start),.sum(sum5_0),.cout(w5_0),.complete(complete_temp5_0));
ripple_carry_adder_one RCA5_1(.a(ope1[47:40]),.b(ope2[47:40]),.add_sub(j),.clock(clock),.reset(reset),
			.start(start),.sum(sum5_1),.cout(w5_1),.complete(complete_temp5_1));
mux_8 MUX5_8(.in0_8(sum5_0),.in1_8(sum5_1),.sel_8(d4),.out_8(sum[47:40]));
mux_1 MUX5_1(.in0_1(w5_0),.in1_1(w5_1),.sel_1(d4),.out_1(d5));
ripple_carry_adder_zero RCA6_0(.a(ope1[55:48]),.b(ope2[55:48]),.add_sub(i),.clock(clock),.reset(reset),
			.start(start),.sum(sum6_0),.cout(w6_0),.complete(complete_temp6_0));
ripple_carry_adder_one RCA6_1(.a(ope1[55:48]),.b(ope2[55:48]),.add_sub(j),.clock(clock),.reset(reset),
			.start(start),.sum(sum6_1),.cout(w6_1),.complete(complete_temp6_1));
mux_8 MUX6_8(.in0_8(sum6_0),.in1_8(sum6_1),.sel_8(d5),.out_8(sum[55:48]));
mux_1 MUX6_1(.in0_1(w6_0),.in1_1(w6_1),.sel_1(d5),.out_1(d6));
ripple_carry_adder_zero RCA7_0(.a(ope1[63:56]),.b(ope2[63:56]),.add_sub(i),.clock(clock),.reset(reset),
			.start(start),.sum(sum7_0),.cout(w7_0),.complete(complete_temp7_0));
ripple_carry_adder_one RCA7_1(.a(ope1[63:56]),.b(ope2[63:56]),.add_sub(j),.clock(clock),.reset(reset),
			.start(start),.sum(sum7_1),.cout(w7_1),.complete(complete_temp7_1));
mux_8 MUX7_8(.in0_8(sum7_0),.in1_8(sum7_1),.sel_8(d6),.out_8(sum[63:56]));
mux_1 MUX7_1(.in0_1(w7_0),.in1_1(w7_1),.sel_1(d6),.out_1(cout));
always@(negedge clock)
begin
	if(start)
	begin
		if(sum<=((2**63)-1) || sum>=(2**63) )
		overf<=1;
	else
		overf<=0;
	end
	else
		overf<=1'bx;
end
always @(posedge clock or negedge clock)
	$monitor("ope1=%d,ope2=%d,sum=%d",ope1,ope2,sum);
endmodule
--- ./run.sh ---
#!/bin/bash
# OpenROAD 26Q1-2900-gdf79404cd8, Yosys 0.63+post, stock flow scripts
make -C /OpenROAD-flow-scripts/flow DESIGN_CONFIG=/design/flow/config.mk WORK_HOME=/design/flow/orfs finish
--- ./config.mk ---
export PLATFORM = sky130hd
export DESIGN_NAME = top_CSA
export DESIGN_NICKNAME = top_CSA
export VERILOG_FILES = /design/flow/design.v
export SDC_FILE = /design/flow/constraint.sdc
export NUM_CORES = 4
export LEC_CHECK = 1
export CORE_UTILIZATION = 40
--- ./constraint.sdc ---
current_design top_CSA

set clk_period 9.7
set clk_io_pct 0.2

create_clock -name clk0 -period $clk_period [get_ports {clock}]

set non_clock_inputs [all_inputs -no_clocks]
set_input_delay [expr $clk_period * $clk_io_pct] -clock clk0 $non_clock_inputs
set_output_delay [expr $clk_period * $clk_io_pct] -clock clk0 [all_outputs]
==> results.py <==
# Physical implementation metrics
metrics = {
    "synth": {
        "aoi_share_pct": 5.68,
        "netlist_logic_family_top": "adder cells",
        "synthArstFlopShare_pct": 0,
        "yosys-stat-cells": 1116,
        "ys.flops": 253,
        "postSynthAreaPerCell_sq_um": 10.5,
        "xor_share_pct": 6.53,
        "ys_seq_share_pct": 43.4,
        "flop_cell": "dfxtp_1",
        "synthAdderAreaFrac_pct": 22.4,
        "ys_chip_area_sq_mm": 0.0117,
        "ys_sh_mux_pct": 9.22,
        "synth.distinct_cells": 42,
        "syn_area_sq_mm": 0.0117,
        "yosys_warnings": 36,
        "synthCells": 1116,
        "edf_count": 0,
        "ys_sh_simple_pct": 5.97,
    },
    "clocking": {
        "cts_tree": "yes",
        "htree_levels": 1,
        "cts_setup_buffers": 0,
        "root_buffer": "clkbuf_16",
        "clkSinkCount": 253,
        "clk_pin_slew_worst_paths_ns": 0.06,
        "worstSkewPairLatency_ns": 0.60,
        "cts_buffers": 30,
        "clock_path_buffers": 3,
    },
    "die": {
        "rows": 62,
        "dieHeight_um": 173,
        "die_x_um": 173,
        "initial_core_util_pct": 40.7,
        "core_sq_mm": 0.0287,
        "io_pins": 199,
        "die_area_sq_mm": 0.0299,
    },
    "power_and_ir_drop": {
        "leakage_nw": 7.86,
        "comb_power_share_pct": 17.8,
        "p_sw_uw": 798,
        "power.share.sequential_pct": 39.9,
        "p_int_mw": 2.25,
        "pwr-share-clk_pct": 42.2,
        "sw_frac_of_total_pct": 26.2,
        "power_density_mw_per_mm2": 197,
        "ir_drop_v": 0.000163,
        "total_power_mw": 3.05,
    },
    "routing": {
        "drc": 0,
        "drtIter0Drc": 153,
        "drt_first_pass_iters": 4,
        "vias_per_cell": 4.22,
        "drt-total-wl_mm": 20.4,
        "vias": 7720,
        "wire_per_inst_um": 11.2,
        "ant_nets": 0,
        "insertedDiodeCount": 0,
    },
    "worst_setup_path": {
        "cp-start-kind": "input port",
        "r2r_slack_ns": 1.21,
        "cp_data_required_time_ns": 5.31,
        "crit_arrival_ns": 4.95,
        "rr_startpoint": "RCA5_1.B_temp[1]",
        "path_max_fanout": 3,
        "cp-end-kind": "flop",
        "crit_type": "input port to flop",
        "worstRegToRegCells": 21,
        "rr_endpoint": "RCA5_0.sum[7]",
    },
    "place": {
        "placed_area_sq_mm": 0.0140,
        "portBuffers": 195,
        "pre_cts_ws_ns": -0.686,
        "dp_hpwl_mm": 15.2,
        "gp_congestion": 0.808,
    },
    "timing": {
        "slew_viol_final": 0,
        "finalHoldViolCount": 0,
        "rsz0062_at_grt": "no",
        "whs_ns": 1.83,
        "setup_violations": 0,
        "fin_ws_ns": 0.365,
        "skew_ns": 0.0565,
    },
    "layout": {
        "final_layout_size_suffix_gt1_share_pct": 9.27,
        "design_area_sq_mm": 0.0155,
        "final_cell_mix": "inv_1 (282), dfxtp_1 (253), ha_1 (203), clkdlybuf4s50_1 (194), nor2_1 (111)",
        "area_growth_pct": 32.5,
        "mostFrequentLayoutCell": "inv_1",
    },
    "grt": {
        "grt_usage_pct": 14.6,
        "grt_pass1_vias": 7689,
        "antenna_found_initial": 1,
        "grt_remaining_overflow": 0,
        "grt_max_degree": 15,
        "grt_pass1_wl_mm": 35.3,
    },
    "outcome": {
        "status": "complete, no violations",
    },
    "flow_run": {
        "maxCapViolCount": 0,
        "warnings": 234,
    },
    "worst_hold_path": {
        "hp-start": "ope1[52]",
        "hold_end": "RCA6_1.A_temp[4]",
        "hp-class": "input port to flop",
        "whs_path_depth": 1,
    },
}
## worst max-delay path, cell delays in order
cell	delay, ns
clkbuf_2	0.13
xor2_2	0.15
inv_1	0.06
ha_2	0.17
a21oi_2	0.14
inv_1	0.06
ha_2	0.17
a21oi_2	0.14
inv_1	0.06
ha_2	0.17
mux2i_2	0.17
inv_1	0.07
ha_2	0.17
a21oi_2	0.16
inv_1	0.06
ha_2	0.16
mux2i_2	0.17
inv_1	0.07
ha_2	0.17
a21oi_2	0.15
ha_1	0.25
xor2_1	0.16
## what timing repair did
action                     in CTS  in global routing
setup endpoints to repair       1                  1
hold buffers                    0                  0
gates resized                   1                  4
## cells in the mapped netlist, types with 3 or more instances
| library cell | number | area [sq um] |
|---|---|---|
| mux2_1 | 9 | 101 |
| nor2b_1 | 4 | 25.0 |
| o211ai_1 | 6 | 45.0 |
| mux4_2 | 4 | 90.1 |
| a21oi_1 | 60 | 300 |
| inv_1 | 167 | 627 |
| nor2_1 | 111 | 417 |
| or2_2 | 5 | 31.3 |
| nand2_1 | 12 | 45.0 |
| xor2_1 | 87 | 762 |
| nand3_1 | 3 | 15.0 |
| dfxtp_1 | 253 | 5060 |
| mux2_2 | 49 | 552 |
| o21a_1 | 9 | 67.6 |
| o22a_1 | 3 | 26.3 |
| o211a_1 | 4 | 40.0 |
| o22ai_1 | 3 | 18.8 |
| nor3b_1 | 3 | 22.5 |
| and2_1 | 8 | 50.1 |
| nand2b_1 | 6 | 37.5 |
| a21o_1 | 4 | 30.0 |
| clkbuf_1 | 38 | 143 |
| ha_1 | 209 | 2620 |
| mux2i_1 | 31 | 310 |
| o21ai_0 | 6 | 30.0 |
## layer usage
layer	track usage (%)	part of all wire, %	vias up
met2	23.6	44	139
met3	3.52	6.1	40
met4	3.39	2.9	2
li1	-	-	4167
met5	0	0.073	-
met1	20.3	47	3372
## cells by family (layout without fill, tap and decap cells)
family | count (synthesis) | in the layout
other | 2 | 2
buffers and inverters | 207 | 536
multiplexers | 94 | 94
AND-OR/OR-AND | 106 | 106
flip-flops | 253 | 253
XOR/XNOR | 87 | 87
adder cells (fa/ha/maj) | 209 | 209
AND/OR/NAND/NOR | 158 | 158
## layout make-up
| cell class | count | area [sq um] |
|---|---|---|
| repair buffers | 201 | 1990 |
| clock buffers | 40 | 903 |
| well taps | 384 | 480 |
| flip-flops and latches | 253 | 5060 |
| clock inverters | 129 | 536 |
| inverters | 166 | 623 |
| multi-input cells | 656 | 5870 |
| fillers | 2486 | 13200 |
## power by group through the flow
| stage | Clock, mW | Combinational, mW | Sequential, mW |
|---|---|---|---|
| finish | 1.29 | 0.544 | 1.22 |
| global route | 1.43 | 0.618 | 1.23 |
| CTS | 1.33 | 0.558 | 1.22 |
## worst max path at each step
stage,startpoint,to,depth (start not counted)
CTS,add_sub,RCA0.sum[7],22
global route,add_sub,RCA0.sum[7],22
finish,add_sub,RCA0.sum[7],22
## metrics by stage
step,utilization (%),std cells,setup TNS (ns)
finish,53.9,1829,0
global route,53.9,1829,0
CTS,53.9,1829,0
detailed placement,48.9,1661,-0.995
global placement,48.9,1661,-0.916
floorplan,-,1116,-0.0283
Power is estimated from default activity; no workload was simulated.
