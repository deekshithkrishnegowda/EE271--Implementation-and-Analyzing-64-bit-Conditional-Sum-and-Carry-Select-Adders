$ cat flow/run.sh
#!/bin/bash
# OpenROAD 26Q1-2900-gdf79404cd8, Yosys 0.63+post, stock flow scripts
make -C /OpenROAD-flow-scripts/flow DESIGN_CONFIG=/design/flow/config.mk WORK_HOME=/design/flow/orfs finish
$ cat flow/config.mk
export PLATFORM = sky130hd
export DESIGN_NAME = conditional_sum_adder_64
export DESIGN_NICKNAME = conditional_sum_adder_64
export VERILOG_FILES = /design/flow/design.v
export SDC_FILE = /design/flow/constraint.sdc
export NUM_CORES = 4
export LEC_CHECK = 1
export CORE_UTILIZATION = 30
$ cat flow/constraint.sdc
current_design conditional_sum_adder_64

set clk_period 23.6
set clk_io_pct 0.2

create_clock -name clk0 -period $clk_period [get_ports {clock}]

set non_clock_inputs [all_inputs -no_clocks]
set_input_delay [expr $clk_period * $clk_io_pct] -clock clk0 $non_clock_inputs
set_output_delay [expr $clk_period * $clk_io_pct] -clock clk0 [all_outputs]
$ cat flow/design.v
module fulladder(input A,B,Cin,output reg sum,carry);
always@(*)
	begin
		case({A,B,Cin})
			3'b000:begin
				sum=0;carry=0;
				end
			3'b001:begin
				sum=1;carry=0;
			       end
			3'b010:begin
				sum=1;carry=0;
			       end
			3'b011:begin
				sum=0;carry=1;
			       end
			3'b100:begin
				sum=1;carry=0;
			       end
			3'b101:begin
				sum=0;carry=1;
			       end
			3'b110:begin
				sum=0;carry=1;
			       end
			3'b111:begin
				sum=1;carry=1;
			       end
		endcase
	end
	endmodule
module conditional_sum_adder_64(input [63:0] ope1,ope2,input Cin,add_sub,reset,clock,start,
       		             output [63:0] sum,output cout,complete,output reg overf);
wire c0,c1,c2,c3,c4,c5,c6;
wire com0,com1,com2,com3,com4,com5,com6,com7;
wire i=0;
always@(negedge clock)
begin
	if(start)
	begin
		if(sum<((2**63)-1) && sum<(2**63) )
		overf<=0;
	else
		overf<=1;
	end
	else
		overf<=1'bx;
end
assign complete=(com0 &&com1 &&com2 &&com3 &&com4 &&com5 &&com6 &&com7 )? 1:0;
conditional_sum_adder_8 CSA_0( .A(ope1[7:0]),.B(ope2[7:0]),.Cin(i),.add_sub(add_sub),.reset(reset),.clock(clock),.start(start),
       		             .sum(sum[7:0]),.cout(c0),.complete(com0));
conditional_sum_adder_8_1 CSA_1( .A(ope1[15:8]),.B(ope2[15:8]),.Cin(c0),.add_sub(add_sub),.reset(reset),.clock(clock),.start(start),
       		             .sum(sum[15:8]),.cout(c1),.complete(com1));
conditional_sum_adder_8_1 CSA_2( .A(ope1[23:16]),.B(ope2[23:16]),.Cin(c1),.add_sub(add_sub),.reset(reset),.clock(clock),.start(start),
       		             .sum(sum[23:16]),.cout(c2),.complete(com2));
conditional_sum_adder_8_1 CSA_3( .A(ope1[31:24]),.B(ope2[31:24]),.Cin(c2),.add_sub(add_sub),.reset(reset),.clock(clock),.start(start),
       		             .sum(sum[31:24]),.cout(c3),.complete(com3));
conditional_sum_adder_8_1 CSA_4( .A(ope1[39:32]),.B(ope2[39:32]),.Cin(c3),.add_sub(add_sub),.reset(reset),.clock(clock),.start(start),
       		             .sum(sum[39:32]),.cout(c4),.complete(com4));
conditional_sum_adder_8_1 CSA_5( .A(ope1[47:40]),.B(ope2[47:40]),.Cin(c4),.add_sub(add_sub),.reset(reset),.clock(clock),.start(start),
       		             .sum(sum[47:40]),.cout(c5),.complete(com5));
conditional_sum_adder_8_1 CSA_6( .A(ope1[55:48]),.B(ope2[55:48]),.Cin(c5),.add_sub(add_sub),.reset(reset),.clock(clock),.start(start),
       		             .sum(sum[55:48]),.cout(c6),.complete(com6));
conditional_sum_adder_8_1 CSA_7( .A(ope1[63:56]),.B(ope2[63:56]),.Cin(c6),.add_sub(add_sub),.reset(reset),.clock(clock),.start(start),
       		             .sum(sum[63:56]),.cout(cout),.complete(com7));
endmodule
module conditional_sum_adder(input [3:0] A,B,input add_sub,reset,clock,start,
       		             output reg [3:0] sum,output cout,output reg complete);
reg [3:0]A_temp,B_temp;
wire [3:0]sum_temp;
wire temp;
always@(posedge clock)
begin
	if(start && !reset)
	begin
	A_temp<=A;
	B_temp<=B;
	end
else
	begin
	A_temp<=4'bx;
	B_temp<=4'bx;
	end
end
always@(negedge clock)
begin
	if(!reset && start)
	sum<=sum_temp;
	else
	sum<=4'bx;
end
always@(negedge clock)
begin
	if(start)
	complete<=0;
	else
	complete<=1'bx;
	if(start&&((|sum_temp) | (!sum_temp)))
		complete<=1;
	else
		complete<=0;
end
wire d0,d1,d2,d3;
wire c0,c1;
wire s1_0,s2_0,s3_0,
     s1_1,s2_1,s3_1;
wire c1_0,c2_0,
     c1_1,c2_1;
wire t2_0,t2_1;
wire z2_0,z2_1; 
wire [1:0]  y2_0,y2_1;
assign d0=B_temp[0]^add_sub;
assign d1=B_temp[1]^add_sub;
assign d2=B_temp[2]^add_sub;
assign d3=B_temp[3]^add_sub;
wire i=0;
wire j=1;
fulladder FA1( .A(A_temp[0]),.B(d0),.Cin(add_sub),.sum(sum_temp[0]),.carry(c0));
fulladder FA2_0( .A(A_temp[1]),.B(d1),.Cin(i),.sum(s1_0),.carry(c1_0));
fulladder FA2_1( .A(A_temp[1]),.B(d1),.Cin(j),.sum(s1_1),.carry(c1_1));
mux1 MUX2_SUM(.one(s1_1),.zero(s1_0),.sel(c0),.out(sum_temp[1]));
mux1 MUX2_CARRY(.one(c1_1),.zero(c1_0),.sel(c0),.out(c1));
fulladder FA3_0( .A(A_temp[2]),.B(d2),.Cin(i),.sum(s2_0),.carry(c2_0));
fulladder FA3_1( .A(A_temp[2]),.B(d2),.Cin(j),.sum(s2_1),.carry(c2_1));
fulladder FA4_0( .A(A_temp[3]),.B(d3),.Cin(i),.sum(s3_0),.carry(c3_0));
fulladder FA4_1( .A(A_temp[3]),.B(d3),.Cin(j),.sum(s3_1),.carry(c3_1));
mux1 MUX3_SUM_0(.one(s3_1),.zero(s3_0),.sel(c2_0),.out(t2_0));
mux1 MUX3_SUM_1(.one(s3_1),.zero(s3_0),.sel(c2_1),.out(t2_1));
assign y2_0={t2_0,s2_0};
assign y2_1={t2_1,s2_1};
mux2 MUX8(.one(y2_1),.zero(y2_0),.sel(c1),.out(sum_temp[3:2]));
mux1 MUX3_CARRY_0(.one(c3_1),.zero(c3_0),.sel(c2_0),.out(z2_0));
mux1 MUX3_CARRY_1(.one(c3_1),.zero(c3_0),.sel(c2_1),.out(z2_1));
mux1 MUX3_CARRY_2(.one(z2_1),.zero(z2_0),.sel(c1),.out(cout));
endmodule
module mux1(input one,zero,sel,output out);
assign out=(sel)?one:zero;
endmodule
module mux2(input [1:0]one,zero,input sel,output [1:0]out);
assign out=(sel)?one:zero;
endmodule
module conditional_sum_adder_1(input [3:0] A,B,input Cin, add_sub,reset,clock,start,
       		             output reg [3:0] sum,output cout,output reg complete);
reg [3:0]A_temp,B_temp;
wire [3:0]sum_temp;
wire temp;
always@(posedge clock)
begin
	if(start && !reset)
	begin
	A_temp<=A;
	B_temp<=B;
	end
else
	begin
	A_temp<=4'bx;
	B_temp<=4'bx;
	end
end
always@(negedge clock)
begin
	if(!reset && start)
	sum<=sum_temp;
	else
	sum<=4'bx;
end
always@(negedge clock)
begin
	if(start)
	complete<=0;
	else
	complete<=1'bx;
	if(start&&((|sum_temp) | (!sum_temp)))
		complete<=1;
	else
		complete<=0;
end
wire d0,d1,d2,d3;
wire c0,c1;
wire s1_0,s2_0,s3_0,
     s1_1,s2_1,s3_1;
wire c1_0,c2_0,
     c1_1,c2_1;
wire t2_0,t2_1;
wire z2_0,z2_1; 
wire [1:0]  y2_0,y2_1;
assign d0=B_temp[0]^add_sub;
assign d1=B_temp[1]^add_sub;
assign d2=B_temp[2]^add_sub;
assign d3=B_temp[3]^add_sub;
wire i=0;
wire j=1;
fulladder FA1( .A(A_temp[0]),.B(d0),.Cin(Cin),.sum(sum_temp[0]),.carry(c0));
fulladder FA2_0( .A(A_temp[1]),.B(d1),.Cin(i),.sum(s1_0),.carry(c1_0));
fulladder FA2_1( .A(A_temp[1]),.B(d1),.Cin(j),.sum(s1_1),.carry(c1_1));
mux1 MUX2_SUM(.one(s1_1),.zero(s1_0),.sel(c0),.out(sum_temp[1]));
mux1 MUX2_CARRY(.one(c1_1),.zero(c1_0),.sel(c0),.out(c1));
fulladder FA3_0( .A(A_temp[2]),.B(d2),.Cin(i),.sum(s2_0),.carry(c2_0));
fulladder FA3_1( .A(A_temp[2]),.B(d2),.Cin(j),.sum(s2_1),.carry(c2_1));
fulladder FA4_0( .A(A_temp[3]),.B(d3),.Cin(i),.sum(s3_0),.carry(c3_0));
fulladder FA4_1( .A(A_temp[3]),.B(d3),.Cin(j),.sum(s3_1),.carry(c3_1));
mux1 MUX3_SUM_0(.one(s3_1),.zero(s3_0),.sel(c2_0),.out(t2_0));
mux1 MUX3_SUM_1(.one(s3_1),.zero(s3_0),.sel(c2_1),.out(t2_1));
assign y2_0={t2_0,s2_0};
assign y2_1={t2_1,s2_1};
mux2 MUX8(.one(y2_1),.zero(y2_0),.sel(c1),.out(sum_temp[3:2]));
mux1 MUX3_CARRY_0(.one(c3_1),.zero(c3_0),.sel(c2_0),.out(z2_0));
mux1 MUX3_CARRY_1(.one(c3_1),.zero(c3_0),.sel(c2_1),.out(z2_1));
mux1 MUX3_CARRY_2(.one(z2_1),.zero(z2_0),.sel(c1),.out(cout));
endmodule
module conditional_sum_adder_8(input [7:0] A,B,input Cin,add_sub,reset,clock,start,
       		             output [7:0] sum,output cout,complete);
wire c1;
wire com1,com2;
conditional_sum_adder CSA_4_1( .A(A[3:0]),.B(B[3:0]),.add_sub(add_sub),.reset(reset),.clock(clock),.start(start),
       		             .sum(sum[3:0]), .cout(c1),.complete(com1));
conditional_sum_adder_1 CSA_4_2( .A(A[7:4]),.B(B[7:4]),.add_sub(add_sub),.Cin(c1),.reset(reset),.clock(clock),.start(start),
       		             .sum(sum[7:4]), .cout(cout),.complete(com2));
assign complete=(com1 && com2)?1:0;
endmodule
module conditional_sum_adder_8_1(input [7:0] A,B,input Cin,add_sub,reset,clock,start,
       		             output [7:0] sum,output cout,complete);
wire c1;
wire com1,com2;
conditional_sum_adder_1 CSA_4_1( .A(A[3:0]),.B(B[3:0]),.add_sub(add_sub),.Cin(Cin),.reset(reset),.clock(clock),.start(start),
       		             .sum(sum[3:0]), .cout(c1),.complete(com1));
conditional_sum_adder_1 CSA_4_2( .A(A[7:4]),.B(B[7:4]),.add_sub(add_sub),.Cin(c1),.reset(reset),.clock(clock),.start(start),
       		             .sum(sum[7:4]), .cout(cout),.complete(com2));
assign complete=(com1 && com2)?1:0;
endmodule
==> reports/notes.md <==
The run finished, with violations left. The checks that failed: setup timing. For this run, the slowest stage of the critical path takes 0.39 ns. The count of cells along the worst hold path was 1; the maximum number of pins on one net before global-route repair was 29. The tools report the worst voltage drop across the vdd grid as 0.0490 mV. Final routed wire length divided by cell count: 12.8 µm. STA puts the critical path data arrival time at 18.79 ns. Endpoints with negative setup slack in the final report add up to 34.

After synthesis, the mean cell area works out to 9.72 µm². With the count of unresolved DRC violations after routing at 0, the H-tree level count is 4. Number of instances in the placed design: 1604. The clock-pin slew on the worst setup and hold paths is 0.04 ns. The share of final-layout standard cells stronger than drive strength 1 was 23.1%; the yosys stat cell total was 933. The tools report the startpoint type of the worst setup path as a primary input. For the tally of max-capacitance violations, the log shows 0. The path with the worst hold slack has its endpoint at overf$_DFF_N_. The fraction of met2 tracks used by global routing was 23.2%. In this run the remaining antenna-violating nets after routing total 0. Summed over all nets, the half-perimeter wirelength after detailed placement is 17300 µm. The number of global-route vias before repair was 7234; the global-route track usage on met1 was 21.7%.

The die height was 176 µm. The core region is 29700 µm². CTS added clock buffers totalling 17. Per the post-synthesis report, the number of cells in the design is 933.

The power report attributes to the clock group a share of 32.6%. The hold buffer count at cts is 0. The stat command in Yosys gives a chip area of 9070 µm². The floorplan die width works out to 176 µm.

In this run the core area contains 63 standard-cell rows. The setup check on the worst reg-to-reg path leaves a slack of -2.68 ns. The analysis attributes to cell leakage a power of 6.62 nW. For the post-synthesis instance area, the log shows 9070 µm². Input and output buffers added on the ports amount to 197. The total I/O pin count is 200, and the slew at the pin closest to its max-slew limit is 0.687 ns.

Setup repair after global routing could not meet its margin everywhere. The run gives 0.746 mW as the internal power consumption. The clock latency on the worst-skew pair came out at 0.47 ns. The tools report the wire length of the first global-routing pass as 35900 µm. At the end of routability-driven placement, the weighted congestion stood at 0.888.

For this run the aggregate overflow at the end of global routing stands at 0. The max-slew headroom at the worst pin was 53.8%; the maximum fanout along the worst path was 5. The final route contains 7434 vias. TritonCTS reports the number of clock sinks as 194. Of all flip-flops after synthesis, the portion carrying an async set or reset was 0%. Wires add up to 22300 µm. Looking at the reg2reg group, the worst path starts from CSA_0.CSA_4_1.B_temp[1]$_DFF_P_. The setup slack after layout came out at -6.64 ns. The number of DRC violations after detailed-routing iteration 0 was 185; the utilization after layout was 47.6%. In the routed layout, each cell is associated on average with a via count of 4.29. Data on the critical path is required at its endpoint by 12.15 ns.

The area added between synthesis and finish works out to 55.9%. With the final tally of max-slew violations at 0, the power dissipated by switching net loads is 0.311 mW. Power density relative to cell area: 74.8 nW/µm². The post-synth count of flops with an enable pin is 0. The setup path with the least slack is of type in2reg.

Per the breakdown, switching nets consume 29.4% of all power. The post-route non-filler standard cell count is 1734, and the number of cell instances on the worst register-to-register path is 83. Timing analysis after detailed placement gives a worst setup slack of -7.34 ns.

TritonCTS built the clock tree. STA classifies the critical path endpoint as a flop. The aggregate global-route resource usage is 14.9%. Maximum root-to-sink buffer count: 2.

Share of the core filled by cells before placement: 30.5%. Capture instance of the worst register-to-register path: CSA_7.CSA_4_2.sum[3]$_DFF_N_. Number of antenna violations at the first check in global routing: 5. Per the STA report, the cell with the highest stage delay on the worst path is or3_4. The logs give -115.83 ns for the final total negative setup slack and 28.8% for the combinational share of power. The global routing report lists met3 layer usage as 3.40%. Warnings raised by the tools during the run amount to 125. In this run, distinct cell masters in the synthesized netlist total 42. Final setup skew: 0.0424 ns. According to the hold report, the worst path is of the reg2reg type. The primary flip-flop cell chosen by synthesis mapping is dfxtp_1. Clock tree synthesis selected as its root buffer the cell clkbuf_16. Sequential cells account for 38.5% of the total power. The synthesis report lists the Yosys warning total as 8.

The global routing stage identified its most utilized layer as met2. The post-synth register bit count is 194. The tools report the critical hold path startpoint as CSA_7.CSA_4_2.sum[3]$_DFF_N_. The logs give 0 for the number of hold-slack violations in the final timing report and 42.8% for the sequential-to-total area share from yosys stat. In the log, the iteration count for the first detailed-route pass is 6.

The tools report the area enclosed by the die boundary as 30900 µm².
metrics by stage:
step                      hold slack [ns]  power [mW]  instance area [µm²]
after global routing                0.586        1.13                14100
after global placement              0.545       0.703                12600
after floorplan                     0.404       0.550                 9510
after detailed placement            0.536       0.703                12600
final                               0.557        1.06                14100
after CTS                           0.551        1.06                13900
cells by family after synthesis:
kind of cell    share of synthesized area (%)
simple gates                             17.3
flops                                    42.8
fa+ha+maj                                17.4
buf+inv                                  5.34
compound gates                           8.53
xor+xnor                                 7.63
mux                                      1.02
worst max path at each step:
stage | start | to | slack, ns | depth (start not counted)
4_1_cts | add_sub | CSA_7.CSA_4_2.sum[3]$_DFF_N_ | -6.63 | 82
5_1_grt | add_sub | CSA_7.CSA_4_2.sum[3]$_DFF_N_ | -7.48 | 84
6_report | add_sub | CSA_7.CSA_4_2.sum[3]$_DFF_N_ | -6.64 | 84
synth_stat cells, types with 2 or more instances:
| master | number | area (µm²) |
|---|---|---|
| or4_1 | 3 | 22.5 |
| a22oi_1 | 5 | 37.5 |
| o2111ai_1 | 5 | 43.8 |
| nor2_1 | 51 | 191 |
| buf_2 | 6 | 30.0 |
| ha_1 | 126 | 1580 |
| nand2b_1 | 8 | 50.1 |
| dfxtp_1 | 194 | 3880 |
| inv_1 | 117 | 439 |
| and2_1 | 41 | 257 |
| o31ai_1 | 5 | 37.5 |
| a221oi_1 | 2 | 17.5 |
| a21oi_1 | 7 | 35.0 |
| xor2_1 | 78 | 683 |
| or3_1 | 15 | 93.8 |
| a31oi_1 | 3 | 18.8 |
| a211oi_1 | 2 | 15.0 |
| nand3_1 | 16 | 80.1 |
| o31a_1 | 2 | 17.5 |
| nand4b_1 | 21 | 184 |
| nor2b_1 | 36 | 225 |
| nand2_1 | 32 | 120 |
| mux2i_1 | 3 | 30.0 |
| o211ai_1 | 12 | 90.1 |
| nor4_1 | 4 | 25.0 |
| nor4b_1 | 2 | 17.5 |
| or2_2 | 14 | 87.6 |
| nand4_1 | 18 | 113 |
| nor3_1 | 17 | 85.1 |
| o21a_1 | 14 | 105 |
| o22ai_1 | 20 | 125 |
| o21ai_0 | 44 | 220 |
placed cells by master (no fill, tap or decap), drive strengths merged, types with 32 or more instances in the layout:
cell type and count:
dfxtp 194, and2 41, buf 123, nand2 32, o21ai 44, nor2b 36, nor2 51, inv 188
xor2 78, clkdlybuf4s50 196, ha 126
power by group through the flow:
stage | Combinational [mW] | Sequential (mW) | Clock (mW)
after CTS | 0.295 | 0.409 | 0.357
after global routing | 0.340 | 0.413 | 0.380
final | 0.305 | 0.407 | 0.345
metal layers:
layer  share of wire, %  wire, µm
met5               0.12        27
met4                1.6       351
met3                5.1      1130
met2                 44      9860
met1                 49     10900
worst max-delay path, delay by kind of cell:
kind | cells | cell delay [ns]
AND-OR/OR-AND | 18 | 2.23
XOR/XNOR | 1 | 0.14
adder cells (fa/ha/maj) | 16 | 2.63
buffers and inverters | 4 | 0.43
multiplexers | 3 | 0.68
AND/OR/NAND/NOR | 42 | 7.91
cell type report:
type                       count  area, µm²
antenna                        3       7.51
clock buffer                  21        503
clock inverter                77        368
fill                        2610      15600
inverter                     116        435
multi-input combinational    614       5490
sequential                   194       3880
tap                          390        488
timing repair buffer         319       2960
timing repair:
action | CTS | global route
pin swaps | 57 | 24
buffers inserted | 24 | 11
resized | 60 | 41
endpoints found under the setup margin | 35 | 36
Power figures rest on the tool's default switching activity, not on a simulated workload.
